==> design/flow/design.v <==
module mux2_to_1_32bit(x,y,s,z);  
input  [31:0] x,y;  
input s;  
output reg [31:0] z;  
always @(x or y or s) begin
  if(s == 1'b0) begin
    z = x;
  end
  else if(s == 1'b1) begin
    z = y;
  end
  else begin
    z = 32'bz;  
  end
end
endmodule
==> design/flow/run.sh <==
#!/bin/bash
# OpenROAD 26Q1-2900-gdf79404cd8, Yosys 0.63+post, stock flow scripts
make -C /OpenROAD-flow-scripts/flow DESIGN_CONFIG=/design/flow/config.mk WORK_HOME=/design/flow/orfs finish
==> design/flow/config.mk <==
export PLATFORM = sky130hd
export DESIGN_NAME = mux2_to_1_32bit
export DESIGN_NICKNAME = mux2_to_1_32bit
export VERILOG_FILES = /design/flow/design.v
export SDC_FILE = /design/flow/constraint.sdc
export NUM_CORES = 4
export LEC_CHECK = 1
export CORE_AREA = 10 10 70 70
export DIE_AREA = 0 0 80 80
==> design/flow/constraint.sdc <==
current_design mux2_to_1_32bit

set clk_period 1.0
set clk_io_pct 0.2

create_clock -name clk0 -period $clk_period

set non_clock_inputs [all_inputs -no_clocks]
set_input_delay [expr $clk_period * $clk_io_pct] -clock clk0 $non_clock_inputs
set_output_delay [expr $clk_period * $clk_io_pct] -clock clk0 [all_outputs]
==> results.toml <==
# generated from flow reports
[sta]
setup_viol_count_final = 32
period_needed_ns = 1.18
finalHoldViolCount = 0
max_clock_freq_mhz = 845
relSlewSlack_pct = 95.3
setup_ws_ns = -0.183
drv_slew = 0
finalCritPeriodShare_pct = 118
grt_setup_unrepaired = "true"
worstMarginPinSlew_ns = 0.0703

[finish]
synthToLayoutAreaGrowth_pct = 199
utilization_pct = 47.7
layout-drive-gt1-share_pct = 55.2
n_clock_buffer = 0
final-seq-area_sq_um = 0
flops = 0

[min_path]
min_path_cells = 3
hold_class = "primary input to output port"

[detailed_routing]
drcViolationCount = 0
routedWlPerCell_um = 14.7
via_count = 724
antennaDiodeCount = 0
drt-total-wl_mm = 2.78
ant_nets = 0
drtPass1Iterations = 2
post_drt_via_cell_ratio = 3.83
initialDrtViolationCount = 3

[grt]
use_met2_pct = 13.2
antenna_found_initial = 0
grt_pass1_wl_mm = 3.97
grt_start_max_net_pins = 9
grtUsageTotal_pct = 7.53
use_met1_pct = 8.97
grt_pass1_vias = 761
grt.busiest_layer = "met2"
grt-ovfl-total = 0
met3_usage_pct = 2.84

[critical_path]
cp-start-kind = "primary input"
path_common_cell = "buf_12"
cp_cell_sequence = "buf_12 -> buf_12 -> buf_12 -> mux2_4 -> buf_6"
crit_path_max_fanout = 6
worst_ep_required_time_ns = 0.80
cp.arrival_ns = 0.98
end_kind = "output port"
max_stage_delay_ns = 0.29
crit_slowest_cell = "mux2_4"
path_class = "primary input to output port"

[die]
die_x_um = 80
io_pins = 97
fp-row-count = 21
fp_util_pct = 15.9
die_area_sq_um = 6400
die_height_um = 80
core_sq_um = 3420

[yosys]
yosysChipArea_sq_um = 544
top_area_share_pct = 82.8
ys_seq_share_pct = 0
yosys_warnings = 2
ys_types = 4
top_area_cell = "mux2_4"
netlist_area_sq_um = 544
yosys_cells = 36
syn_inst = 36
area_leaders = "mux2_4 83%, buf_12 11%, mux2_2 4.1%"
syn_avg_cell_area_sq_um = 15.1

[placement]
gp_congestion = 0.778
post-place-ws_ns = -0.499
port_buffers = 97

[pwr]
power_uw = 636
p_leak_uw = 0.000906
powerDensity_nw_per_um2 = 390
ir_worst_vdd_uv = 170

[run]
maxCapViolations = 0
stage_log_warnings = 34

[outcome]
status = "finished with violations"
violations = "setup timing"

[clocking]
hold_buffers = 0
metal layers:
layer / vias to the layer above / share of wire [%]
li1: 353 / -
met1: 320 / 42
met2: 51 / 48
met3: 0 / 10
met4: 0 / 0
met5: - / 0
Yosys cell counts (all sizes together):
cell / count
mux2: 32
buf: 4
cells by family (layout without fill, tap and decap cells):
family,after synthesis,in the layout,share of synthesized area [%]
buffers and inverters,4,111,13.1
muxes,32,32,86.9
worst max-delay path, delay by kind of cell:
| family | cells | cell delay, ns |
|---|---|---|
| buffers and inverters | 4 | 0.50 |
| multiplexers | 1 | 0.29 |
where the power goes:
part           internal [uW]  switching (uW)  total, uW
logic                    501             135        636
clock network              0               0          0
registers                  0               0          0
total                    501             135        636
final timing paths:
| kind | slack, ns | end | startpoint |
|---|---|---|---|
| min | 0.69 | z[21] | x[21] |
| max | -0.18 | z[0] | s |
cell type report:
cell class	instances	area, sq um
repair buffers	111	1090
well taps	46	57.6
multi-input cells	32	480
fillers	317	1790
metrics by stage:
stage,cells,hold WS (ns),area (sq um),TNS [ns]
after CTS,189,0.799,1570,-4.52
after global routing,189,0.712,1630,-4.81
after global placement,177,1.33,1540,-15.25
after detailed placement,177,1.32,1540,-15.31
final,189,0.693,1630,-4.35
after floorplan,36,0.498,544,0
cells in the final DEF, fill, tap and decap left out:
cell type and instances:
dlygate4sd2_1 37, mux2_4 32, buf_6 21, clkdlybuf4s50_1 19
buf_2 18, dlymetal6s2s_1 8, buf_12 5, buf_16 1
buf_8 1, buf_4 1
repair_timing:
item / in CTS / in global routing
endpoints found under the setup margin: 32 / 32
setup buffers: 11 / 0
cloned: 1 / 0
gates resized: 157 / 15
Power is estimated from default activity; no workload was simulated.
