[flow/design.v]
module pc(x,clk,rst,z);
input [31:0] x;
input clk,rst;
output reg [31:0] z;
initial begin
	z = 12288;
end
always @(posedge clk or posedge rst) begin
	if(rst) begin  
		z = 12288;
	end
	else begin
		z = x;
	end
end
endmodule
[flow/run.sh]
#!/bin/bash
# OpenROAD 26Q1-2900-gdf79404cd8, Yosys 0.63+post, stock flow scripts
make -C /OpenROAD-flow-scripts/flow DESIGN_CONFIG=/design/flow/config.mk WORK_HOME=/design/flow/orfs finish
[flow/config.mk]
export PLATFORM = sky130hd
export DESIGN_NAME = pc
export DESIGN_NICKNAME = pc
export VERILOG_FILES = /design/flow/design.v
export SDC_FILE = /design/flow/constraint.sdc
export NUM_CORES = 4
export LEC_CHECK = 1
export CORE_AREA = 10 10 107 107
export DIE_AREA = 0 0 117 117
[flow/constraint.sdc]
current_design pc

set clk_period 1.0
set clk_io_pct 0.2

create_clock -name clk0 -period $clk_period [get_ports {clk}]

set non_clock_inputs [all_inputs -no_clocks]
set_input_delay [expr $clk_period * $clk_io_pct] -clock clk0 $non_clock_inputs
set_output_delay [expr $clk_period * $clk_io_pct] -clock clk0 [all_outputs]
==> results.sh <==
# flow metrics
export IMPL_ant_nets=0
export IMPL_finalSetupViolCount=2
export IMPL_ys_cells=33
export IMPL_vias=542
export IMPL_netlist_area_um2=807.0
export IMPL_drv_cap=0
export IMPL_h_tree_depth=2
export IMPL_drt_iter0_markers=10
export IMPL_hold_ws_ns=0.2757
export IMPL_cp_slowest_stage_delay_ns=0.51
export IMPL_port_buffer_count=65
export IMPL_timing_final_ws_setup_ns=-0.06622
export IMPL_grtUsageTotal=0.03316
export IMPL_antenna_found_initial=0
export IMPL_rsz0062_at_grt="true"
export IMPL_required_ns=0.80
export IMPL_routed_wl_um=2475
export IMPL_comb_cells=0
export IMPL_crit_path_end_kind="output port"
export IMPL_ctsResizeCount=99
export IMPL_grt_ovfl_total=0
export IMPL_crit_buf_inv=1
export IMPL_fa_ha_area_frac=0
export IMPL_drv_slew=0
export IMPL_via_per_inst=2.486
export IMPL_die_w_um=117
export IMPL_fin_util=0.1693
export IMPL_cts_tree="yes"
export IMPL_ff_latch_area_um2=803.3
export IMPL_n_fill_cell=1014
export IMPL_fin_crit_ns=1.066
export IMPL_die_y_um=117
export IMPL_period_used=1.066
export IMPL_crit_fanout=1
export IMPL_mux_area_frac=0
export IMPL_hold_buffers=0
export IMPL_crit_arrival_ns=0.87
export IMPL_die_area_mm2=0.01369
export IMPL_place_area_mm2=0.001617
export IMPL_hold_path_class="in2async"
export IMPL_drc_errors=0
export IMPL_clock_fmax_ghz=0.9379
export IMPL_power_total_mw=2.639
export IMPL_drtPass1Iterations=3
export IMPL_syn_to_final_growth_pct=92.87
export IMPL_ys_sh_aoi=0
export IMPL_crit_family="flip-flops"
export IMPL_routedWlPerCell_um=11.35
export IMPL_largest_reg_flops=32
export IMPL_grt_pass1_wl_um=3539
export IMPL_violations="negative setup slack"
export IMPL_final_common_cell="clkdlybuf4s50_1"
export IMPL_core_area_mm2=0.009196
export IMPL_ys_chip_area_um2=807.0
export IMPL_critPathKind="reg2out"
export IMPL_yosysUniqueCellTypes=3
export IMPL_warning_count=27
export IMPL_finalHoldViolCount=0
export IMPL_antennaDiodeCount=0
export IMPL_grt_pass1_vias=593
export IMPL_slowest_stage="dfstp_2"
export IMPL_netlist_instances=33
export IMPL_cts_root_buf="clkbuf_8"
export IMPL_cts_sinks=32
export IMPL_dp_hpwl_um=2053
export IMPL_path_clk_slew_ns=0.06
export IMPL_synth_seq_cells=32
export IMPL_cts_buffer_depth=2
export IMPL_tightest_slew_ns=0.1688
export IMPL_simple_gate_share=0
export IMPL_lay_top_cells="33 x clkdlybuf4s50_1, 32 x buf_2, 30 x dfrtp_1, 7 x clkbuf_8, 2 x dfstp_2"
export IMPL_timing_slew_headroom=0.8874
export IMPL_fp_util=0.08776
export IMPL_critPathLaunchType="register"
export IMPL_vdd_drop_max_mv=0.4274
export IMPL_ioPinCount=66
export IMPL_gp_congestion=0.6365
export IMPL_layout_area_comb_um2=0
export IMPL_status="finished with violations"
export IMPL_synth_xor_area_share=0
export IMPL_ys_warnings_count=1
export IMPL_crit_chain="buf_2"
export IMPL_grt_max_degree=33
export IMPL_post_cts_buffers=0
export IMPL_powerDensity_mw_per_mm2=1695
export IMPL_rows=35
export IMPL_avgSynthCellArea_um2=24.46
export IMPL_setup_tns_final_ns=-0.1291
export IMPL_cts_made_buffers=5
export IMPL_leakagePower_nw=0.6918
export IMPL_final_layout_size_suffix_gt1_frac=0.3925
export IMPL_design_area_mm2=0.001556
export IMPL_synth_seq_share=0.9953
export IMPL_topCombFamilyByArea="buffers and inverters"
synth_stat cells, drive strengths merged:
master / number / share of area
dfrtp: 30 / 0.93
dfstp: 2 / 0.065
inv: 1 / 0.0046
per-layer routing:
metal	GRT usage	vias up	wire, um
met3	0.01496	6	335
met5	0	-	0
li1	-	243	-
met1	0.03821	255	896
met2	0.05399	38	1151
met4	0.01071	0	92
where the power goes:
part / internal [mW] / total, mW / switching (mW) / leakage, nW
logic: 0.161 / 0.217 / 0.0562 / 0.270
clock network: 0.627 / 1.05 / 0.419 / 0.0515
registers: 1.36 / 1.38 / 0.0129 / 0.371
cell families (layout without fill, tap and decap cells):
group	Yosys count	in the layout
buffers and inverters	1	75
flip-flops	32	32
final timing paths:
kind                       cells after the start  startpoint  slack, ns     to
max in group asynchronous                      3         rst       0.49  z[12]
min in group clk0                              1       x[12]       0.34  z[12]
max                                            1       z[13]      -0.07  z[13]
min                                            3         rst       0.28  z[11]
through the flow:
| stage | setup WS (ns) | instances |
|---|---|---|
| CTS | -0.08039 | 218 |
| finish | -0.06622 | 218 |
| global placement | -0.1505 | 210 |
| global route | -0.1092 | 218 |
| floorplan | 0.1125 | 33 |
| detailed placement | -0.1517 | 210 |
final cells by class:
class,count,share of cell area
flip-flops and latches,32,0.5161
repair buffers,66,0.3280
well taps,111,0.08923
inverters,1,0.002412
clock buffers,8,0.06431
Power is estimated from default activity; no workload was simulated.
