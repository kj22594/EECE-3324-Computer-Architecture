### flow/config.mk
export PLATFORM = sky130hd
export DESIGN_NAME = alu
export DESIGN_NICKNAME = alu
export VERILOG_FILES = /design/flow/design.v
export SDC_FILE = /design/flow/constraint.sdc
export NUM_CORES = 4
export LEC_CHECK = 1
export CORE_UTILIZATION = 50
### flow/constraint.sdc
current_design alu

set clk_period 17.4
set clk_io_pct 0.2

create_clock -name clk0 -period $clk_period

set non_clock_inputs [all_inputs -no_clocks]
set_input_delay [expr $clk_period * $clk_io_pct] -clock clk0 $non_clock_inputs
set_output_delay [expr $clk_period * $clk_io_pct] -clock clk0 [all_outputs]
### flow/design.v
module alu( output reg signed [31:0] aluresult, 
			output zero,
            input[3:0] operation, 
			input signed [31:0] data_a, 
			input signed [31:0] data_b 
		);
assign zero = (aluresult == '0);    
always @ (operation or data_a or data_b) 
begin
    case (operation)
		4'b0000: 
			begin  
				aluresult = data_a & data_b;
			end
		4'b0001: 
			begin  
				aluresult = data_a | data_b;
			end
		4'b0010: 
			begin  
				aluresult = data_a + data_b;
			end
		4'b0110: 
			begin  
				aluresult = data_a - data_b;
			end
		4'b0111:
			begin  
				aluresult =  data_a < data_b ? 1 : 0;
			end
		4'b1100: 
			begin  
				aluresult = ~( data_a  | data_b );
			end
		default: 
			begin
				aluresult = 0;
			end
	endcase
end
endmodule
### flow/run.sh
#!/bin/bash
# OpenROAD 26Q1-2900-gdf79404cd8, Yosys 0.63+post, stock flow scripts
make -C /OpenROAD-flow-scripts/flow DESIGN_CONFIG=/design/flow/config.mk WORK_HOME=/design/flow/orfs finish
==> CHANGELOG.md <==
### Implementation results

* Post-place setup slack at 5.95 ns
* CP required at 13.92 ns
* Setup WS post-layout at 5.88 ns
* Yosys stat chip area at 5530 um2
* Cell count in the Yosys report at 820
* CP max-delay cell: a211oi_1
* Core Area at 10,800 um2
* Tool warning count at 103
* Floorplan utilization at 0.512
* Layout cells sized above 1 at 0.0567
* Max cap viols at 0
* Vias post-DR at 6,820
* Worst hold stages at 5
* Final GP Congestion at 1.04
* Die height at 107 um
* Pin count of the biggest net entering global routing at 36
* Vias in the first global route at 6,093
* Sequential cell count at 0
* Die area at 11,500 um2
* Worst Hold Slack at 8.22 ns
* Yosys aoi share at 0.430
* Flop area at 0 um2
* Total power at 215 uW
* Pwr Density at 32.5 nW/um2
* Synth cell types at 84
* FMAX at 86.8 MHz
* Net Sw Frac at 0.577
* Postcts setup bufs at 0
* Avg Cell Area, Syn at 6.74 um2
* Final Setup Violations at 0
* TritonRoute pass-1 iters at 8
* Row count at 38
* Final slew viol count at 0
* Status: complete, no violations
* Internal power at 91.0 uW
* DPL Wire Length at 15,500 um
* Reg power frac at 0
* Adder share at 0.238
* Post-layout period usage at 0.662
* Post-synthesis cell count at 820
* Slew margin rel. at 0.416
* First-pass GRT wire length at 31,600 um
* Synth warn at 1
* Post-CTS Hold Buffers at 0
* VDD IR max at 0.0218 mV
* Synth mux share at 0.00588
* Final Instance Count excl. Fillers at 1,022
* DRC viols at 0
* Die Width at 107 um
* Vias per cell at 6.67
* CP Cell Sequence: clkdlybuf4s50_1 -> inv_1 -> ha_1 -> a21o_1 -> a31o_2 -> a41o_1 -> nor4b_1 -> buf_4 -> a211oi_1 -> o31a_1 -> nor3b_1 -> o211ai_1 -> nor4_1 -> and4b_1 -> and4b_1 -> clkdlybuf4s50_1
* Worst Max-Slew Pin Slew at 0.866 ns
* # fillers at 933
* Power share of the combinational group at 1.000
* Switch Pwr at 124 uW
* DRT Wirelength at 20,000 um
* Post-CTS Resized at 0
* Dpl cells at 1,022
* Synthesized area at 5530 um2
* Inserted Diodes at 0
* Critical path type: in -> out
* Total gr overflow at 0
* Total GRT Usage at 0.350
* Worst hold start: data_b[5]
* Wire per inst at 19.5 um
* And+or+nand+nor area frac at 0.213
* Setup TNS at 0 ns
* Clk pwr share at 0
* Number of port buffers at 101
* Area delta synth->final at 19.7%
* WP data arrival at 8.04 ns
* Xor+xnor area frac at 0.00475
* CP Capture Type: output pin
* Main logic family: AND-OR/OR-AND gates
* Pleak at 0.00289 uW
* Final hold vios at 0
* Antenna-violating nets left at 0
* Min cycle time layout at 11.52 ns
* RSZ-0062 raised after global routing: no
* CP startpoint kind: primary input
* CP Max Fanout at 12
* Max incr delay on CP at 0.58 ns
* Number of antenna violations at the first check in global routing at 0
* Hold Path Sink: aluresult[5]
* Iteration-0 DRC Markers at 729
* Clock buffer count at 0
* Worst hold path class: in -> out
* I/O Pins at 101
* Sequential share of the synthesized area at 0
* Area taken by multi-input logic gates at 4960 um2
[cells by family after synthesis]
group / Yosys count
and+or+nand+nor: 238
buffers and inverters: 150
adders and majority gates: 104
muxes: 3
AOI/OAI and AO/OA: 322
xor gates and xnor gates: 3
[synth_stat cells, drive strengths merged, types with 15 or more instances]
cell	instances	share of area
nand2	54	0.037
o211ai	15	0.024
nor4	15	0.018
nor2	81	0.056
a21oi	75	0.069
o21ai	42	0.043
nand3	15	0.014
nor3	16	0.014
ha	102	0.23
buf	23	0.022
inv	98	0.067
clkbuf	29	0.020
a21o	15	0.020
a221oi	28	0.045
a31oi	18	0.020
[area by class of cell]
type,count,area share
multi-input cells,670,0.750
repair buffers,114,0.168
inverters,98,0.0556
well taps,140,0.0265
[placed cells by master, fill, tap and decap left out, types with 6 or more instances in the layout]
cell,n
ha_1,102
clkdlybuf4s50_1,101
inv_1,97
nor2_1,79
a21oi_1,73
nand2_1,54
o21ai_0,34
a221oi_1,27
a31oi_1,18
a21o_1,15
nand3_1,15
nor3_1,15
nor4_1,13
o211ai_1,13
buf_4,13
o31ai_1,12
o21bai_1,11
o22ai_1,11
nand2b_1,10
a22oi_1,9
o22a_1,9
a211oi_1,8
nand4_1,7
a221o_1,6
nor2b_1,6
o221a_2,6
[worst max-delay path: cells and delay by family]
family | cells | cell delay, ns
AOI/OAI and AO/OA | 6 | 1.83
adders and majority gates | 1 | 0.46
buffers and inverters | 4 | 1.18
and+or+nand+nor | 5 | 1.07
[power by group through the flow]
stage | Clock (uW) | Sequential (uW) | Combinational [uW]
CTS | 0 | 0 | 210
finish | 0 | 0 | 215
global route | 0 | 0 | 234
[per-stage QoR]
step	utilization	area, um2
2_1_floorplan	-	5530
3_3_place_gp	0.613	6620
3_5_place_dp	0.613	6620
4_1_cts	0.613	6620
5_1_grt	0.613	6620
6_report	0.613	6620
[how the worst max path moves through the flow]
stage | from | to | slack, ns | depth (start not counted)
finish | data_a[11] | zero | 5.88 | 16
CTS | data_a[10] | zero | 5.92 | 15
global route | data_a[4] | zero | 5.65 | 14
[layer usage]
| metal | global-route usage | vias to the layer above | part of all wire |
|---|---|---|---|
| li1 | - | 3194 | - |
| met1 | 0.504 | 3097 | 0.42 |
| met2 | 0.538 | 464 | 0.43 |
| met5 | 0 | - | 0 |
| met4 | 0.114 | 0 | 0.033 |
| met3 | 0.0453 | 65 | 0.12 |
Power is estimated from default activity; no workload was simulated.
